[flow/constraint.sdc]
current_design MSB_ALU

set clk_period 1.8
set clk_io_pct 0.2

create_clock -name clk0 -period $clk_period

set non_clock_inputs [all_inputs -no_clocks]
set_input_delay [expr $clk_period * $clk_io_pct] -clock clk0 $non_clock_inputs
set_output_delay [expr $clk_period * $clk_io_pct] -clock clk0 [all_outputs]
[flow/config.mk]
export PLATFORM = sky130hd
export DESIGN_NAME = MSB_ALU
export DESIGN_NICKNAME = MSB_ALU
export VERILOG_FILES = /design/flow/design.v
export SDC_FILE = /design/flow/constraint.sdc
export NUM_CORES = 4
export LEC_CHECK = 1
export CORE_AREA = 10 10 70 70
export DIE_AREA = 0 0 80 80
[flow/design.v]
`timescale 1ns/1ps
module Full_adder(
	input		Ain, 
	input		Bin,
	input 		Cin,
	output wire Cout,
	output wire Sum
	);
	wire w1, w2, w3;
	xor x1(w1, Ain, Bin);
	xor x2(Sum, w1, Cin);
	and a1(w2, Ain, Bin);
	and a2(w3, w1, Cin);
	or o1(Cout, w2, w3);
endmodule
`timescale 1ns/1ps
module MSB_ALU(
	input				a, 
	input				b,
	input 				Less,
	input 				Ainvert,
	input				Binvert,
	input 				Cin,
	input 		[3-1:0] Operation,
	output wire 		Result,
	output wire 		Set,
	output wire 		Overflow,
	output wire 		Cout
	);
wire in1,in2;
wire op0,op1,op2;
assign in1 = Ainvert?~a:a;
assign in2 = Binvert?~b:b;
and a1(op0,in1,in2);
or  o1(op1,in1,in2);
Full_adder FA(in1,in2,Cin,Cout,op2);
assign Result = (Operation==0)?op0:(
				(Operation==1)?op1:(
				(Operation==2)?op2:
				Less));
assign Set = op2;
assign Overflow = (a&b&Binvert&Cout)?1:(Cout==1&&Operation==2&&Binvert==0)?1:0;
endmodule
[flow/run.sh]
#!/bin/bash
# OpenROAD 26Q1-2900-gdf79404cd8, Yosys 0.63+post, stock flow scripts
make -C /OpenROAD-flow-scripts/flow DESIGN_CONFIG=/design/flow/config.mk WORK_HOME=/design/flow/orfs finish
==> impl_metrics.toml <==
# generated from flow reports
[route]
wl_per_cell_um = 6.62
route.detailed.drc = 0
ant_nets = 0
dr.pass1.iters = 2
vias = 215
drt_wl_total_um = 602
viasPerCell = 2.36
antenna_cells = 0
drtIter0Drc = 7

[timing]
drv_slew = 0
hold_viol = 0
finalSetupViolCount = 2
min_period_ns = 2.07
setup_slack_ns = -0.267
fmax_ghz = 0.484
worst_pin_slew_ns = 0.207
slew_headroom_pct = 86.1
period_used_pct = 115
fin_hold_ws_ns = 1.18
grt_setup_unrepaired = "true"

[floorplanning]
design.core.area_um2 = 3420
die_area_um2 = 6400
row_count = 21
num_io_pins = 13
die_x_um = 80
die_y_um = 80
fp_util_pct = 4.18

[setup_path]
crit_start = "Binvert"
critPathMaxStageDelay_ns = 0.17
path_common_cell = "buf_4"
worst-path-buf-inv = 7
slowest_stage = "xor2_2"
worstPathCellList = "buf_8 > xor2_2 > buf_4 > buf_4 > buf_4 > buf_4 > buf_4 > ha_1 > mux2i_1 > a211oi_1 > buf_2"
cp-end-kind = "output pin"
crit_path_max_fanout = 2
path_class = "in -> out"
crit_arrival_ns = 1.71
cp_top_family = "buffers and inverters"
cp-start-kind = "input pin"
cp.required_ns = 1.44

[synthesis]
synthAoiAreaFrac_pct = 13.2
synthTopLogicFamily = "adder cells"
yosysWarnings = 0
yosys_area_um2 = 143
simple_gate_area_share_pct = 20.2
syn_inst = 20
ys_cells = 20
adder_share_pct = 31.6
synth_seq_share_pct = 0
synth_top_cell_by_area = "ha_1"
synthTopCellsByArea = "ha_1 (18%), inv_1 (16%), fa_1 (14%), nor4b_1 (12%), nor2_1 (7.9%)"
post_synth_num_cell_types = 11
synth_top_area_share_pct = 17.5
synthXorXnorAreaFrac_pct = 12.3
synth_area_um2 = 143
avgSynthCellArea_um2 = 7.13
mux_area_share_pct = 7.02

[placed_design]
place.gp.congestion = 0.760
portBuffers = 13
place_area_um2 = 375
hpwl_um = 492

[global_route]
grt_antenna_before_repair = 0
track_usage_pct = 1.62
grt_first_pass_wirelength_um = 890
grt_start_max_net_pins = 5
grt_pass1_vias = 213
overflow = 0

[power_and_ir_drop]
power.switching_uw = 41.7
seqPwrFrac_pct = 0
power.internal_uw = 74.9
p_sw_share_pct = 35.8
comb_power_share_pct = 100.0
leakagePower_uw = 0.000212
ir_drop_mv = 0.0476
pwr-share-clk_pct = 0
p_per_area_nw_per_um2 = 266

[worst_hold_path]
min_delay_path_depth = 4
hold_end = "Overflow"
hold_path.class = "in -> out"
min_from = "b"

[cells_and_area]
nClkBuffers = 0
seq_area_um2 = 0
seq_cell_count = 0
area.growth.synth_to_final_pct = 207
layout-drive-gt1-share_pct = 55.6
postLayoutCellArea_um2 = 438

[outcome]
violations = "negative setup slack"
outcome = "finished with violations"

[clock_network]
hold_buffers = 0

[run]
maxCapViolCount = 0
tool_warnings = 36
## synth_stat cells
cell	count
a211oi_1	1
a21oi_1	1
a31oi_1	1
fa_1	1
ha_1	2
inv_1	6
mux2i_1	1
nor2_1	3
nor4b_1	2
xnor2_1	1
xor2_1	1
## cell families after synthesis
logic type / after synthesis
buffers and inverters: 6
and+or+nand+nor: 5
AOI/OAI and AO/OA: 3
adders and majority gates: 3
xor gates and xnor gates: 2
muxes: 1
## how the worst max path moves through the flow
stage / endpoint / cells after the start
4_1_cts: Result / 8
5_1_grt: Result / 8
6_report: Result / 11
## through the flow
| stage | std cells | utilization [%] | setup WS, ns | total power, uW | setup TNS [ns] |
|---|---|---|---|---|---|
| floorplan | 20 | - | 0.0196 | 26.3 | 0 |
| global placement | 85 | 11.0 | -1.02 | 94.6 | -2.97 |
| detailed placement | 85 | 11.0 | -1.03 | 95.4 | -3.00 |
| CTS | 89 | 12.2 | -0.303 | 104 | -0.434 |
| global route | 91 | 12.8 | -0.366 | 130 | -0.453 |
| finish | 91 | 12.8 | -0.267 | 117 | -0.289 |
## power by group through the flow
| stage | Sequential (uW) | Clock (uW) | Combinational [uW] |
|---|---|---|---|
| final | 0 | 0 | 117 |
| after global routing | 0 | 0 | 130 |
| after CTS | 0 | 0 | 104 |
## routing by layer
metal | global-route usage [%] | vias up | part of all wire, %
li1 | - | 114 | -
met1 | 2.05 | 94 | 44
met2 | 2.81 | 7 | 45
met3 | 0.455 | 0 | 11
met4 | 0 | 0 | 0
met5 | 0 | - | 0
## tightest hold or removal path: stages
cell and delay, ns:
buf_6 0.08, a31oi_1 0.07, nor2_1 0.10, dlygate4sd2_1 0.21
## layout by cell type, fill, tap and decap left out, drive strengths merged, types with 2 or more instances in the layout
cell,Yosys,final
buf,0,17
dlygate4sd2,0,6
inv,6,6
nor2,3,3
ha,2,2
nor4b,2,2
## area by class of cell
class / count / area (um^2)
inverters: 6 / 22.5
well taps: 46 / 57.6
multi-input cells: 14 / 159
fillers: 394 / 2980
repair buffers: 25 / 199
## what timing repair did
| action | CTS | global route |
|---|---|---|
| endpoints found under the setup margin | 4 | 4 |
| pin swaps | 6 | 4 |
| gates resized | 34 | 5 |
| buffers inserted | 4 | 2 |
| hold endpoints to repair | 0 | 0 |
Power and IR drop assume default switching activity.
